==> /design/flow/config.mk <==
export PLATFORM = sky130hd
export DESIGN_NAME = fifofall
export DESIGN_NICKNAME = fifofall
export VERILOG_FILES = /design/flow/design.v
export SDC_FILE = /design/flow/constraint.sdc
export NUM_CORES = 4
export LEC_CHECK = 1
export CORE_UTILIZATION = 40
==> /design/flow/design.v <==
`timescale 1ns/1ps
module fifofall #(
  parameter C_WIDTH = 28,
  parameter C_MAX_DEPTH_BITS = 2,
  parameter C_NEARLY_FULL = 2 ** C_MAX_DEPTH_BITS - 1
  )(
  input                          [C_WIDTH-1:0]  din,      
  input                                         wr_en,    
  input                                         rd_en,    
  output                         [C_WIDTH-1:0]  dout,     
  output                                        full,
  output                                        nearly_full,
  output                                        empty,
  input                                         rst,
  input                                         clk
  );
  localparam L_MAX_DEPTH = 2 ** C_MAX_DEPTH_BITS;
  localparam L_SEL_DIN   = 0;
  localparam L_SEL_QUEUE = 1;
  localparam L_SEL_KEEP  = 2;
  reg                            [C_WIDTH-1:0]  queue  [L_MAX_DEPTH - 1 : 0];
  reg               [C_MAX_DEPTH_BITS - 1 : 0]  rd_ptr;
  wire              [C_MAX_DEPTH_BITS - 1 : 0]  rd_ptr_plus1 = rd_ptr + 1;
  reg               [C_MAX_DEPTH_BITS - 1 : 0]  wr_ptr;
  reg                   [C_MAX_DEPTH_BITS : 0]  depth;
  reg                            [C_WIDTH-1:0]  queue_rd;
  reg                            [C_WIDTH-1:0]  din_d1;
  reg                            [C_WIDTH-1:0]  dout_d1;
  reg                                    [1:0]  dout_sel;
  wire rd_en1;
  assign rd_en1 = ( empty == 1 ) ? 0 : rd_en;
  always @(posedge clk) begin
    if (wr_en)
      queue[wr_ptr] <= din;
    queue_rd <= queue[rd_ptr_plus1];
    din_d1 <= din;
    dout_d1 <= dout;
    if (rd_en1 && wr_en && (rd_ptr_plus1==wr_ptr)) begin
      dout_sel <= L_SEL_DIN;
    end else if(rd_en1) begin
      dout_sel <= L_SEL_QUEUE;
    end else if(wr_en && (rd_ptr==wr_ptr)) begin
      dout_sel <= L_SEL_DIN;
    end else begin
      dout_sel <= L_SEL_KEEP;
    end
  end
  always @(posedge clk) begin
    if (rst) begin
      rd_ptr <= 'h0;
      wr_ptr <= 'h0;
      depth <= 'h0;
    end else begin
      if (wr_en) wr_ptr <= wr_ptr + 'h1;
      if (rd_en1) rd_ptr <= rd_ptr_plus1;
      if (wr_en & ~rd_en1) depth <=
                                    // synthesis translate_off
                                    // synthesis translate_on
                                    depth + 'h1;
      if (~wr_en & rd_en1) depth <=
                                    // synthesis translate_off
                                    // synthesis translate_on
                                    depth - 'h1;
    end
  end
  assign dout = (dout_sel == L_SEL_QUEUE) ? queue_rd : ((dout_sel == L_SEL_DIN) ? din_d1 : dout_d1);
  assign full = depth == L_MAX_DEPTH;
  assign nearly_full = depth >= C_NEARLY_FULL;
  assign empty = depth == 'h0;
  // synthesis translate_off
  always @(posedge clk) begin
    if (wr_en && depth == L_MAX_DEPTH && !rd_en1)
      $display($time, " ERROR: Attempt to write to full FIFO: %m");
    if (rd_en1 && depth == 'h0)
      $display($time, " ERROR: Attempt to read an empty FIFO: %m");
  end
  // synthesis translate_on
endmodule  
==> /design/flow/constraint.sdc <==
current_design fifofall

set clk_period 4.8
set clk_io_pct 0.2

create_clock -name clk0 -period $clk_period [get_ports {clk}]

set non_clock_inputs [all_inputs -no_clocks]
set_input_delay [expr $clk_period * $clk_io_pct] -clock clk0 $non_clock_inputs
set_output_delay [expr $clk_period * $clk_io_pct] -clock clk0 [all_outputs]
==> /design/flow/run.sh <==
#!/bin/bash
# OpenROAD 26Q1-2900-gdf79404cd8, Yosys 0.63+post, stock flow scripts
make -C /OpenROAD-flow-scripts/flow DESIGN_CONFIG=/design/flow/config.mk WORK_HOME=/design/flow/orfs finish
==> changes_impl.md <==
## Flow update

- Crit-path max cell delay: around 0.8 ns
- Clk buf depth: 3
- Setup Skew: 0.006482 ns
- Cell family with most CP delay: buffers and inverters
- Status: completed
- Cell count after synthesis: about 380
- Share of post-route cells with drive strength above 1: 0.1705
- Hpwl dp: around 6.5 mm
- Tightest Pin Transition: 0.7646 ns
- Routed vias: around 3.3k
- VDD IR-drop max: 0.0003161 V
- Critical-path cell list: buf_4, nand2_1, o21ai_0, clkdlybuf4s50_1
- Post-synthesis sequential area ratio: 0.7618
- Gr usage total: 0.1460
- CTS Hold Bufs: 0
- Worst slew margin: 0.4902
- Worst EP required: 3.84 ns
- FP Core Util: 0.4121
- Syn Area/Cell: between 15 and 20 um^2
- Distinct lib cells: 29
- # DRC: 0
- PwrDens: 583.1 nW/um^2
- Top cell area share: 0.4903
- Vias per cell: around 4.8
- Crit. End Element: output pin
- Routed WL: approximately 11 mm
- Worst r2r src: depth[0]$_SDFFE_PP0P_
- RSZ-0062 raised after global routing: no
- Hold Path Cell Cnt: 2
- FF+latch count, synth: between 200 and 250
- Tool warning count: 29
- Chip area: 17680 um^2
- Slew Viols, Final: 0
- CTS buffer count: 22
- Htree depth: 1
- CTS tree: done
- Post-synth top area cell: edfxtp_1
- Critical path type: register to output pin
- I/O Buffers: a little over 60
- Core Footprint: 16640 um^2
- Max frequency: around 0.30 GHz
- Worst Hold Launch: queue_rd[15]$_DFF_P_
- Vias in the first global route: 3543
- Tmin final: ~3.4 ns
- Postcts setup bufs: 0
- Final ANT Viol Nets: 0
- Die Height: ~130 um
- Register-to-Register Setup Slack: approximately 2.8 ns
- Clk pin slew, worst setup/hold paths: approximately 0.060 ns
- Cells resized by post-CTS repair: 0
- MaxCap Viol Count: 0
- Layout fillers: 1290
- Final Cell Area: approximately 8500 um^2
- Routed length per placed instance: roughly 16 um
- First-pass GRT wire length: roughly 18 mm
- Placed Area: around 7700 um^2
- Crit-path max FO: 43
- Synth Cell Area: 6859 um^2
- P&R area growth vs syn: 24.32%
- IO Count: 63
- Number of antenna cells inserted: 0
- FP Rows: about 47
- Die extent in x: 133.0 um
- Worst R2R End: depth[2]$_SDFFE_PP0P_
- Final setup viols: 0
- Drt first pass iters: 4
- Initial antenna violation count: 0
- Final setup TNS: 0 ns
- Final hold violation count: 0
- Static leakage: roughly 3 nW
- Synthesis area per yosys: approximately 7000 um^2
- Slowest-stage cell, CP: dfxtp_2
- Top cells by area: edfxtp_1 (49%), dfxtp_1 (27%), mux4_2 (7.9%)
- Gpl congestion: 0.7098
- Worst Setup Start Kind: register
- Hold Path End: dout_d1[15]$_DFF_P_
- Worst EP arrival: between 2 and 2.5 ns
- Yosys warns: 2
- Final Cycle Share: 0.7056
- Hold Path Class: register to register
- Worst-skew pair later-pin latency: between 0.4 and 0.5 ns
- Initial DRC count: 98
- Grt total ovfl: 0
- Sink Count: between 200 and 250
- Largest net degree at the start of global routing: around 44
- Buffers & Inverters on Critical Path: 2
- Root Driver: clkbuf_16
- Yosys cell count: 382
- R2R depth: 8
registers in the layout, indices dropped and copies added (netlist names):
signal / cells
depth: 3
din_d1: 28
dout_d1: 28
dout_sel: 2
queue_rd: 28
rd_ptr: 2
wr_ptr: 2
queue: 112
per-stage QoR:
| stage | util | setup WS, ns | power [W] | instances | hold slack, ns |
|---|---|---|---|---|---|
| CTS | 0.5124 | 1.352 | 0.005042 | 695 | 0.4810 |
| floorplan | - | 2.402 | 0.002698 | 382 | 0.4014 |
| global route | 0.5124 | 1.217 | 0.005217 | 695 | 0.5110 |
| detailed placement | 0.4636 | 1.838 | 0.003218 | 655 | 0.4620 |
| global placement | 0.4636 | 1.891 | 0.003201 | 655 | 0.4450 |
| finish | 0.5124 | 1.413 | 0.004972 | 695 | 0.4762 |
area by class of cell:
type	instances	area (um^2)	area share
inverters	7	26.28	0.003081
clock inverters	11	141.4	0.01658
repair buffers	70	680.7	0.07982
clock buffers	29	669.4	0.07850
well taps	220	275.3	0.03228
multi-input cells	153	1504	0.1764
flip-flops and latches	205	5230	0.6134
synth_stat cells (all sizes together):
master,number
o21ai,29
buf,11
a21o,2
or3,1
a311oi,1
nor3,2
o31ai,1
xnor2,3
nor2b,1
inv,7
fa,1
dfxtp,93
nor2,7
o311ai,1
mux4,28
nand2,29
mux2i,29
edfxtp,112
xor2,4
a21oi,2
and3,1
a32o,1
clkbuf,6
and2,4
ha,6
worst reg2reg max path, cell delays in order (launching register included):
cell,delay (ns)
dfxtp_1,0.44
o31ai_2,0.14
inv_1,0.10
ha_1,0.17
inv_1,0.05
fa_1,0.37
xor2_1,0.16
or3_1,0.31
a21oi_1,0.14
placed cells by master (no fill, tap or decap), drive strengths merged, types with 3 or more instances in the layout:
cell,instances
inv,9
clkdlybuf4s50,62
dfxtp,93
and2,4
clkinv,4
nand2,29
nor2,7
bufinv,3
o21ai,29
clkbuf,29
xor2,4
mux2i,29
mux4,28
ha,6
edfxtp,112
xnor2,3
buf,8
per-layer routing:
| layer | global-route usage | up-vias | wire length [um] |
|---|---|---|---|
| met5 | 0 | - | 0 |
| met2 | 0.2237 | 102 | 5375 |
| met4 | 0.03065 | 0 | 277 |
| met1 | 0.2163 | 1614 | 4928 |
| li1 | - | 1584 | - |
| met3 | 0.05469 | 25 | 828 |
worst max-delay path by stage:
stage                                from      end  slack [ns]  cells past startpoint
after CTS             dout_sel[2]$_DFF_P_  dout[3]        1.35                      4
after global routing  dout_sel[0]$_DFF_P_  dout[8]        1.22                      4
final                 dout_sel[2]$_DFF_P_  dout[3]        1.41                      4
power by group:
group,switching (W),internal (W)
sequential,0.000165,0.00212
combinational,0.000321,0.000558
clock,0.000660,0.00115
total,0.00115,0.00383
kinds of logic after synthesis:
family,count (synthesis),share of synthesized area
DFF,205,0.7618
muxes,57,0.1364
and+or+nand+nor,45,0.02755
AOI/OAI and AO/OA,37,0.03065
buffers and inverters,24,0.01970
xor gates and xnor gates,7,0.01003
adders and majority gates,7,0.01386
Power is estimated from default activity; no workload was simulated.
